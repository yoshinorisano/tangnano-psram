[config.mk]
export PLATFORM = sky130hd
export DESIGN_NAME = top
export DESIGN_NICKNAME = top
export VERILOG_FILES = /design/flow/design.v
export SDC_FILE = /design/flow/constraint.sdc
export NUM_CORES = 4
export LEC_CHECK = 1
export CORE_UTILIZATION = 40
[constraint.sdc]
current_design top

set clk_period 5.4
set clk_io_pct 0.2

create_clock -name clk0 -period $clk_period [get_ports {sys_clk}]

set non_clock_inputs [all_inputs -no_clocks]
set_input_delay [expr $clk_period * $clk_io_pct] -clock clk0 $non_clock_inputs
set_output_delay [expr $clk_period * $clk_io_pct] -clock clk0 [all_outputs]
[design.v]
module psram(
    input sys_clk,
    input sys_reset_n,
    output reg ce_n,
    output clk,
    output reg [3:0] sio,
    input in  
);
    assign clk = !ce_n & sys_clk;
    reg [7:0] sm_state_main;
    reg [7:0] sm_state_command;
    reg [7:0] sm_state_output_byte;
    always @(negedge sys_clk or negedge sys_reset_n) begin
        if (!sys_reset_n) begin
            ce_n <= 1'b1;
            sio[0] <= 1'b0;
            sio[1] <= 1'b0;
            sio[2] <= 1'b0;
            sm_state_main <= 8'd0;
            sm_state_command <= 8'd0;
            sm_state_output_byte <= 8'd0;
        end else begin
            case (sm_state_main)
                8'd0: psram_reset(8'd1);
                8'd1: psram_write(8'd2, 24'h70f0fe, 8'h66);
                8'd2: psram_read(8'd3, 24'h70f0fe);
                8'd3: begin
                end
            endcase
        end
    end
    task psram_reset;
        input [7:0] next_state;
        begin
            case (sm_state_command)
                8'd0: output_byte(8'd1, 8'h66);  
                8'd1: output_delimiter(8'd3, 1'd1);
                8'd3: output_byte(8'd4, 8'h99);  
                8'd4: output_delimiter(8'd5, 1'd1);
                8'd5: output_byte(8'd6, 8'h9f);  
                8'd6: output_byte(8'd7, 8'hff);
                8'd7: output_byte(8'd8, 8'hff);
                8'd8: output_byte(8'd9, 8'hff);
                8'd9: noop(8'd10);
                8'd10: noop(8'd11);
                8'd11: noop(8'd12);
                8'd12: noop(8'd13);
                8'd13: noop(8'd14);
                8'd14: noop(8'd15);
                8'd15: noop(8'd16);
                8'd16: noop(8'd17);
                8'd17: noop(8'd18);
                8'd18: noop(8'd19);
                8'd19: noop(8'd20);
                8'd20: noop(8'd21);
                8'd21: noop(8'd22);
                8'd22: noop(8'd23);
                8'd23: noop(8'd24);
                8'd24: noop(8'd25);
                8'd25: noop(8'd26);
                8'd26: output_delimiter(8'd27, 1'd1);
                8'd27: begin
                    sm_state_command <= 8'd0;
                    sm_state_main <= next_state;
                end
            endcase
        end
    endtask
    task psram_write;
        input [7:0] next_state;
        input [23:0] address;
        input [7:0] data;
        begin
            case (sm_state_command)
                8'd0: output_byte(8'd1, 8'h02);  
                8'd1: output_byte(8'd2, address[23: 16]);
                8'd2: output_byte(8'd3, address[15: 8]);
                8'd3: output_byte(8'd4, address[7: 0]);
                8'd4: output_byte(8'd5, data);
                8'd5: output_delimiter(8'd6, 1'd1);
                8'd6: begin
                    sm_state_command <= 8'd0;
                    sm_state_main <= next_state;
                end
            endcase
        end
    endtask
    task psram_read;
        input [7:0] next_state;
        input [23:0] address;
        begin
            case (sm_state_command)
                8'd0: output_byte(8'd1, 8'h03);  
                8'd1: output_byte(8'd2, address[23: 16]);
                8'd2: output_byte(8'd3, address[15: 8]);
                8'd3: output_byte(8'd4, address[7: 0]);
                8'd4: noop(8'd5);
                8'd5: noop(8'd6);
                8'd6: noop(8'd7);
                8'd7: noop(8'd8);
                8'd8: begin
                    sm_state_command <= 8'd0;
                    sm_state_main <= next_state;
                end
            endcase
        end
    endtask
    task noop;
        input [7:0] next_state;
        begin
            sm_state_command <= next_state;
        end
    endtask
    task output_byte;
        input [7:0] next_state;
        input [7:0] output_data;
        begin
            case (sm_state_output_byte)
                8'd0: begin
                    ce_n <= 1'b0;  
                    sio[0] <= output_data[7];
                    sm_state_output_byte <= 8'd1;
                end
                8'd1: begin
                    sio[0] <= output_data[6];
                    sm_state_output_byte <= 8'd2;
                end
                8'd2: begin
                    sio[0] <= output_data[5];
                    sm_state_output_byte <= 8'd3;
                end
                8'd3: begin
                    sio[0] <= output_data[4];
                    sm_state_output_byte <= 8'd4;
                end
                8'd4: begin
                    sio[0] <= output_data[3];
                    sm_state_output_byte <= 8'd5;
                end
                8'd5: begin
                    sio[0] <= output_data[2];
                    sm_state_output_byte <= 8'd6;
                end
                8'd6: begin
                    sio[0] <= output_data[1];
                    sm_state_output_byte <= 8'd7;
                end
                8'd7: begin
                    sio[0] <= output_data[0];
                    sm_state_command <= next_state;
                    sm_state_output_byte <= 8'd0;
                end
            endcase
        end
    endtask
    task output_delimiter;
        input [7:0] next_state;
        input new_ce_n;
        begin
            ce_n = new_ce_n;
            sm_state_command <= next_state;
            sm_state_output_byte <= 8'd0;
        end
    endtask
endmodule
module top(
    input sys_clk,
    output [2:0] led,
    output          psram_ce_n,
    output          psram_clk,
    output [3:0]    psram_sio,
    input           psram_in
);
    assign led[0] = 1'b1;  
    assign led[1] = led_b;  
    assign led[2] = 1'b1;  
    reg [31:0] counter = 0;
    reg sys_reset_n = 1'd1;
    reg led_b = 0;
    always @(posedge sys_clk) begin
        if (counter <= 32'd27_000_000) begin
            counter <= counter + 1'd1;
            sys_reset_n <= 1'd1;
        end else begin
            sys_reset_n <= 1'd0;
            counter <= 32'd0;
            led_b <= !led_b;
        end
    end
    reg clk_half = 0;
    always @(posedge sys_clk) begin
        clk_half <= !clk_half;
    end
    psram psram_inst(
        .sys_clk(clk_half),
        .sys_reset_n(sys_reset_n),
        .ce_n(psram_ce_n),
        .clk(psram_clk),
        .sio(psram_sio),
        .in(psram_in)
    );
endmodule
[run.sh]
#!/bin/bash
# OpenROAD 26Q1-2900-gdf79404cd8, Yosys 0.63+post, stock flow scripts
make -C /OpenROAD-flow-scripts/flow DESIGN_CONFIG=/design/flow/config.mk WORK_HOME=/design/flow/orfs finish
==> flow_summary.rst <==
Implementation results
======================

.. list-table::
   :header-rows: 1

   * - Metric
     - Value
   * - Largest stage delay on the critical path
     - 460 ps
   * - Worst Tran Pin Value
     - 688.4 ps
   * - Worst setup skew after layout
     - 6.385 ps
   * - Clock Power Share
     - 0.397
   * - Seq pwr share
     - 0.595
   * - Max stage delay cell, worst path
     - clkdlybuf4s50_1
   * - First-pass DRT Iterations
     - 4
   * - Initial DRC Count
     - 74
   * - Total placed cells including tap cells
     - 425
   * - Share of post-route cells with drive strength above 1
     - 0.06949
   * - Classification of the worst-slack hold path
     - flop to flop
   * - Pre-Place Util
     - 0.4204
   * - Cell count after synthesis
     - 325
   * - Number of register pins that no clock reaches
     - 41
   * - TritonCTS clock tree
     - built
   * - Category of cells accounting for the largest share of critical-path delay
     - buffers and inverters
   * - Area share of and-or/or-and cells after synthesis
     - 0.1756
   * - Xor-xnor portion of the synthesized cell area
     - 0.06105
   * - Synth flops
     - 76
   * - Mapped Avg Cell Area
     - 10.15 um2
   * - Total leakage power
     - 1.339 nW
   * - CTS hold repair buffers
     - 0
   * - Kind of critical path
     - flop to output port
   * - Final Slew Violations
     - 0
   * - Post-synthesis instance area
     - 0.003299 mm2
   * - Maximum number of buffers from clock root to sink
     - 2
   * - Die Area
     - 0.008616 mm2
   * - Syn-to-layout area delta
     - 5.992%
   * - Via count of the first global-routing pass
     - 2,153
   * - Number of buffers and inverters on the critical path
     - 3
   * - CTS Buf Count
     - 5
   * - Worst setup slack after layout
     - 2687 ps
   * - Post-layout instance count excluding filler cells
     - 433
   * - Worst setup EP type
     - output port
   * - Async SR Flop Fraction
     - 0.5395
   * - Antenna violations before repair
     - 0
   * - Dpl hpwl
     - 3852 um
   * - Number of library cell types mapped by synthesis
     - 50
   * - Post-Route Hold Slack
     - 511.2 ps
   * - Status
     - completed
   * - Detailed-route wire length per cell
     - 13.01 um
   * - Top_reg_cell synth
     - dfrtn_1
   * - Yosys stat area
     - 0.003299 mm2
   * - Final Util
     - 0.4456
   * - Switching power
     - 0.08882 mW
   * - CORE AREA
     - 0.007848 mm2
   * - EDFF count, synth
     - 1
   * - Clock Root Buffer
     - clkbuf_8
   * - Total chip power
     - 0.4442 mW
   * - Synth Seq Share
     - 0.5279
   * - Tightest slew margin relative to the limit
     - 0.5368
   * - Simple-gate share of the synthesized area
     - 0.1699
   * - Data required time at the worst endpoint
     - 4320 ps
   * - Setup repair after global routing missed its margin
     - no
   * - Post-route DRC
     - 0
   * - Post-place instance area
     - 0.003416 mm2
   * - Global-route wire length before repair
     - 10,070 um
   * - Fillers
     - 752
   * - Final-report hold violation count
     - 0
   * - Final estimated routing congestion in global placement
     - 0.8874
   * - Remaining Overflow, GRT
     - 0
   * - Antenna diodes
     - 0
   * - Count of nets left with antenna violations after detail routing
     - 0
   * - Max cap viols
     - 0
   * - Row count
     - 32
   * - Share of power burned in combinational logic
     - 0.008
   * - Setup Viol. Count Final
     - 0
   * - CP arrival
     - 1630 ps
   * - Post-detailed-routing wire length
     - 5635 um
   * - Mux share of post-synthesis cell area
     - 0.004551
   * - Biggest combinational cell group after synthesis
     - AND-OR/OR-AND gates
   * - Period minus WS final
     - 2713 ps
   * - Y dimension of the die
     - 92.82 um
   * - Power Internal
     - 0.3554 mW
   * - Ratio of routed vias to standard cells
     - 5.282
   * - CP cell instances
     - buf_4 > inv_1 > nor2_1 > clkdlybuf4s50_1
   * - Switching power as a share of total power
     - 0.2000
   * - Clock-pin slew reported for the worst setup and hold paths after clock tree synthesis
     - 70 ps
   * - Warnings, synthesis
     - 3
   * - Clock latency at the later pin of the worst-skew pair
     - 280 ps
   * - Maximum number of pins on one net before global-route repair
     - 42
   * - Maximum fanout along the worst path
     - 38
   * - Horizontal die size
     - 92.82 um
   * - IR Drop Worst-Case VDD
     - 0.08145 mV
   * - Number of placed I/O pins
     - 11
   * - Quantity of gates resized following cts
     - 0
   * - Crit start category
     - flop
   * - Power Dens Cells
     - 127.0 mW/mm2
   * - # port buffers
     - 4
   * - Achievable frequency
     - 0.3686 GHz
   * - Number of warning messages in the logs
     - 27
   * - Adder and majority gate portion of the synthesized area
     - 0.007584
   * - Area of all placed cells without fillers
     - 0.003497 mm2
   * - Yosys cell count
     - 325
   * - Final Cycle Share
     - 0.5024
   * - Pre-CTS setup slack
     - 2942 ps
   * - Sum of negative setup slack
     - 0 ps
   * - Vias
     - 2,287
   * - Endpoints left unconstrained
     - 43
   * - Setup fix buffers added after clock tree synthesis
     - 0
   * - Tot GR Track Use
     - 0.1462
   * - Total number of H-tree levels
     - 2
Yosys cell counts (6+ instances only):
cell | count | area [um2]
xnor2_1 | 14 | 122.6
xor2_1 | 9 | 78.83
nand4_1 | 8 | 50.05
a22o_1 | 30 | 262.8
clkbuf_1 | 6 | 22.52
inv_1 | 13 | 48.80
nor2_1 | 35 | 131.4
nor3_1 | 12 | 60.06
o21ai_0 | 16 | 80.08
buf_4 | 8 | 60.06
nand3_1 | 13 | 65.06
dfrtn_1 | 37 | 925.9
nand2_1 | 23 | 86.33
dfxtp_1 | 34 | 680.7
flip-flops by register name, indices dropped and copies added (netlist names):
register and flops:
psram_inst.sio 1, clk_half 1, psram_inst.ce_n 1, psram_inst.sm_state_main 3
sys_reset_n 1, psram_inst.sm_state_output_byte 8, counter 32, led_b 1
psram_inst.sm_state_command 28
area by class of cell:
type	instances	area, um2	share of cell area
multi-input cells	225	1426	0.4079
well taps	102	127.6	0.03649
clock buffers	7	76.32	0.02182
flip-flops and latches	76	1743	0.4984
inverters	15	56.30	0.01610
repair buffers	7	62.56	0.01789
clock inverters	1	5.005	0.001431
layout by cell type, fill, tap and decap left out, types with 2 or more instances in the layout:
cell type / netlist / layout
a2111oi_0: 2 / 2
a21oi_1: 3 / 3
a22o_1: 30 / 30
a32o_1: 3 / 3
and3_1: 3 / 3
and4_1: 3 / 3
buf_4: 8 / 3
clkbuf_1: 6 / 2
clkbuf_8: 0 / 5
clkdlybuf4s50_1: 0 / 4
conb_1: 2 / 12
dfrtn_1: 37 / 37
dfstp_2: 4 / 4
dfxtp_1: 34 / 33
ha_1: 2 / 2
inv_1: 13 / 13
inv_2: 2 / 2
nand2_1: 23 / 23
nand3_1: 13 / 13
nand4_1: 8 / 8
nor2_1: 35 / 35
nor2b_1: 2 / 2
nor3_1: 12 / 12
nor4_1: 5 / 5
o2111ai_1: 2 / 2
o211ai_1: 5 / 5
o21ai_0: 16 / 16
o21ai_1: 4 / 4
or4_4: 2 / 2
xnor2_1: 14 / 14
xor2_1: 9 / 9
kinds of logic after synthesis:
group | Yosys count
simple gates | 113
flops | 76
compound gates | 74
buf+inv | 34
xor+xnor | 23
fa+ha+maj | 2
other cells | 2
mux | 1
final timing paths:
check / from / endpoint / slack [ps] / depth (start not counted)
max: clk_half / psram_clk / 2690 / 4
min: counter[16] / counter[16] / 510 / 2
max reg2reg: counter[25] / counter[13] / 3280 / 5
min reg2reg: counter[16] / counter[16] / 510 / 2
metal layers:
| metal | wire [um] | share of wire | GRT usage |
|---|---|---|---|
| met1 | 3093 | 0.55 | 0.2500 |
| met2 | 2394 | 0.42 | 0.2132 |
| met3 | 128 | 0.023 | 0.01671 |
| met4 | 19 | 0.0034 | 0.01410 |
| met5 | 0 | 0 | 0 |
worst register-to-register path: cells and delay by family, from the launching register on:
family	cells	cell delay (ps)
AOI/OAI and AO/OA	1	330
buffers and inverters	1	290
DFF	1	290
and+or+nand+nor	3	1160
power by group through the flow:
stage	sequential (mW)	clock [mW]	combinational [mW]
CTS	0.264	0.184	0.00378
global route	0.264	0.196	0.00453
finish	0.264	0.176	0.00360
Power and IR drop assume default switching activity.
